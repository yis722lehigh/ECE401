==> flow/run.sh <==
#!/bin/bash
# OpenROAD 26Q1-2900-gdf79404cd8, Yosys 0.63+post, stock flow scripts
make -C /OpenROAD-flow-scripts/flow DESIGN_CONFIG=/design/flow/config.mk WORK_HOME=/design/flow/orfs finish
==> flow/config.mk <==
export PLATFORM = sky130hd
export DESIGN_NAME = PC_ROM_ID
export DESIGN_NICKNAME = PC_ROM_ID
export VERILOG_FILES = /design/flow/design.v
export SDC_FILE = /design/flow/constraint.sdc
export NUM_CORES = 4
export LEC_CHECK = 1
export CORE_AREA = 10 10 98 98
export DIE_AREA = 0 0 108 108
==> flow/constraint.sdc <==
current_design PC_ROM_ID

set clk_period 3.8
set clk_io_pct 0.2

create_clock -name clk0 -period $clk_period [get_ports {clock}]

set non_clock_inputs [all_inputs -no_clocks]
set_input_delay [expr $clk_period * $clk_io_pct] -clock clk0 $non_clock_inputs
set_output_delay [expr $clk_period * $clk_io_pct] -clock clk0 [all_outputs]
==> flow/design.v <==
module Adder4(PC_in, PC_out4);
	input [31:0] PC_in;
	output [31:0] PC_out4;
		assign PC_out4 = PC_in+32'd4;
endmodule
module IR(in, rd,rs1,rs2,inst );
	output  [4:0] rd;
	output  [4:0] rs1;
	output  [4:0] rs2;
	output [31:0] inst;
	input [31:0] in; 
	assign rd =  in[11:7];
	assign rs1 =  in[19:15];
	assign rs2 =  in[24:20];
	assign inst [31:0] = in [31:0];
		endmodule
module PC(reset, clock, PC_in, PC_out);
	input reset, clock;
	input [31:0] PC_in;
	output reg [31:0] PC_out;
	always @(posedge clock) begin
		if (reset)
		PC_out = 32'd0;
		else 
		 PC_out = PC_in;
	end
endmodule
module PC_ROM_ID(reset, clock, RD,RS1,RS2, ins_out);
	input reset, clock;
	output  [4:0] RD,RS1,RS2;
	output  reg [31:0] ins_out;
	wire [31:0] PC_O,PC_O4;
	wire [31:0] R_O;
	 PC UUT_PC(reset, clock, PC_O4, PC_O);
	 Adder4 UUT_Adder4( PC_O, PC_O4);
	 ROM UUT_ROM(R_O, PC_O);
    IR UUT_IR(R_O, RD,RS1,RS2,ins_out );
	 endmodule
module ROM(out,address);
	output reg [31:0] out;
	input [31:0] address; 
	always @(address) begin
		case (address)
			32'd00: out = 32'h00000000;
	      32'd04: out = 32'b00000000010000000000010100010011; 
         32'd08: out = 32'b00000000000100000000011100010011; 
         32'd12: out = 32'b00000000111001010000011110110011;  
         32'd16: out = 32'b00000000111101010010001000010011; 
         32'd20: out = 32'b00000000010001010010100000000011; 
         32'd24: out = 32'b00000000111110000000001001000111;
         32'd28: out = 32'b00000000111001010100011110110011; 
         32'd32: out = 32'b01000000111001010000011000110011; 
			default:  out = 32'h00000000; 
		endcase
	end
endmodule
==> results.yml <==
# yosys + openroad results
pwr:
  ir_worst_vdd_uv: 146
  cellLeakagePower_nw: 0.730
  power_density_nw_per_um2: 301
  power_mw: 0.690
synth:
  largest_area_cell: "dfxtp_1"
  common_cells: "buf_4 (34), dfxtp_1 (30), a21oi_1 (22), nor2_1 (19)"
  ys_seq_elements: 30
  topCellsByArea: "dfxtp_1 (31%), buf_4 (13%), a21oi_1 (5.6%)"
  ys_seq_share_pct: 30.6
  yosysMostFrequentCell: "buf_4"
  netlist_area_um2: 1960
  synth-async-reset-ratio_pct: 0
  synthFlopType: "dfxtp_1"
  syn_inst: 245
  yosysChipArea_um2: 1960
  top_cell_area_share_pct: 30.6
  edf_count: 0
  synth.distinct_cells: 38
  syn_area_per_cell_um2: 8.02
  ys_cells: 245
  synth.yosys.warnings: 2
worst_setup_path:
  crit_path_cell_trace: "or4_2, nor3_1, nand4_1, buf_4, a2111oi_0, clkdlybuf4s50_1"
  crit_path_start_kind: "flip-flop"
  cp_max_fo: 16
  path_buffers: 2
  worstPathRequired_ns: 3.04
  critPathArrivalTime_ns: 2.82
  max_stage_delay_ns: 0.67
  critPathKind: "reg -> out"
  worstSetupEndpointType: "output port"
  cp_slowest_cell: "or4_2"
  worst_path_dominant_cell_family: "simple AND/OR/NAND/NOR gates"
detailed_routing:
  avgViaCountPerCell: 4.73
  diodes: 0
  drt_first_pass_iters: 4
  antenna_left: 0
  wirelength_um: 4350
  dr_total_vias: 1708
  routedWlPerCell_um: 12.0
  drc: 0
  drt-initial-drc-count: 59
clocking:
  cts-hold-fix-buffers: 0
  cts_max_path_buffers: 2
  cts_resized: 0
  cts_setup_buffers: 0
  clkTransAtPathRegs_ns: 0.06
  cts-root-buf: "clkbuf_8"
  cts_htree_levels: 2
  clk_latency_ns: 0.28
  cts_inserted_buffers: 5
  tritoncts: "yes"
  cts_sinks: 30
timing:
  fin_tns_setup_ns: 0
  rsz0062_at_grt: "false"
  fin_skew_ns: 0.00323
  finalMaxSlewViolations: 0
  setup_viol: 0
  min_period_over_period_pct: 94.3
  final-hold-violation-count: 0
  timing.hold.ws_ns: 0.498
  worst_pin_slew_ns: 0.713
  slew_headroom_pct: 52.3
  layout_setup_ws_ns: 0.216
  post-route-min-period_ns: 3.58
  fmax_ghz: 0.279
run:
  warnings: 28
  cap_violations: 0
floorplan:
  die-width_um: 108
  core_area_um2: 7650
  die.size.y_um: 108
  die_area_um2: 11700
  initial_core_util_pct: 25.7
  rows: 32
  io_pins: 49
global_routing:
  antenna_found_initial: 0
  grt_max_degree: 20
  grt_usage_pct: 7.00
  grt_pass1_wl_um: 7060
  grt_overflow: 0
  first_global_vias: 1471
placement:
  dp_slack_ns: 0.504
  numPortBuffers: 34
  dp_hpwl_um: 3110
  place.gp.congestion: 0.842
status:
  run_status: "complete, no violations"
finish:
  fin_util_pct: 30.0
  area_delta_synth_final_pct: 16.8
  drive_gt1_share_pct: 7.72
  fillers: 800
  largest_reg_flops: 30
min_path:
  hold_class: "reg -> reg"
[layer usage]
metal,vias up,track usage (%),routed length (µm)
met1,763,10.6,2210
met5,-,0,0
met3,2,2.23,466
li1,877,-,-
met4,0,0.668,20
met2,66,9.87,1650
[per-stage QoR]
stage | cell area, µm² | std cells
final | 2290 | 361
after global routing | 2290 | 361
after CTS | 2290 | 361
after detailed placement | 2210 | 355
after global placement | 2210 | 355
after floorplan | 2010 | 258
[worst paths after layout]
path,endpoint,from,cells past startpoint,slack (ns)
worst min register to register,UUT_PC.PC_out[30],UUT_PC.PC_out[30],2,0.50
worst max register to register,UUT_PC.PC_out[31],UUT_PC.PC_out[5],4,1.35
worst min-delay path,UUT_PC.PC_out[30],UUT_PC.PC_out[30],2,0.50
worst max-delay path,RS2[2],UUT_PC.PC_out[12],6,0.22
[layout by cell type, fill, tap and decap left out]
cell type / instances
o21ai_0: 5
inv_1: 9
ha_1: 4
dfxtp_1: 30
or4_4: 1
nand3_4: 1
or2_2: 1
nor2b_1: 2
buf_4: 6
nand4_2: 1
or4_2: 1
nor2_1: 19
o31ai_1: 12
nand2_1: 12
and4_2: 1
clkdlybuf4s50_1: 34
o21bai_1: 3
a21oi_1: 22
nor4_1: 12
nand3_1: 8
or3_1: 6
or4_1: 12
nand2b_1: 1
xnor2_1: 8
and3_1: 1
and2_1: 1
and4_1: 2
a2111oi_0: 3
clkbuf_8: 6
nand2_2: 1
mux2_2: 1
nor4b_1: 2
xor2_1: 4
nand4_1: 6
nor3_1: 7
conb_1: 14
[kinds of logic (layout without fill, tap and decap cells)]
group	count (synthesis)	count (layout)	synth area share, %
AOI/OAI and AO/OA	45	45	13.9
xor gates and xnor gates	12	12	5.35
adders and majority gates	4	4	2.55
buffers and inverters	54	55	17.8
DFF	30	30	30.6
muxes	1	1	0.573
other	1	14	0.191
and+or+nand+nor	98	98	29.0
[report_power, final]
| group | total (mW) | switching (mW) | internal [mW] | leakage (nW) |
|---|---|---|---|---|
| clock | 0.251 | 0.112 | 0.139 | 0.0431 |
| combinational | 0.115 | 0.0381 | 0.0765 | 0.445 |
| sequential | 0.324 | 0.00649 | 0.317 | 0.242 |
| total | 0.690 | 0.156 | 0.533 | 0.730 |
[area by class of cell]
class | count | area, µm² | share of cell area (%)
clock buffer | 6 | 82.6 | 3.60
timing repair buffer | 40 | 385 | 16.8
sequential | 30 | 601 | 26.2
tap | 102 | 128 | 5.56
multi-input combinational | 174 | 1060 | 46.4
inverter | 9 | 33.8 | 1.47
[tightest hold or removal path: cells and delay by family (launching register included)]
kind | cells | cell delay, ns
compound gates | 2 | 0.13
flops | 1 | 0.33
Power figures rest on the tool's default switching activity, not on a simulated workload.
